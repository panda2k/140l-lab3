$ cat flow/design.v
package light_package;
typedef enum logic[1:0] {red,yellow,green} colors;
endpackage
import light_package ::*;            
module traffic_light_controller1(
  input  clk, reset, 
         s_s, l_s, n_s,   
  output colors ew_str_light, ew_left_light, ns_light);     
  typedef enum {GRR, YRR, ZRR, HRR,               
                RGR, RYR, RZR, RHR, 	          
                RRG, RRY, RRZ, RRH} tlc_states;   
  tlc_states    present_state, next_state;
  int     ctr5, next_ctr5,        
          ctr10, next_ctr10;      
  always_ff @(posedge clk)
    if(reset) begin
	  present_state <= RRH;
      ctr5          <= 0;
      ctr10         <= 0;
    end  
	else begin
	  present_state <= next_state;
      ctr5          <= next_ctr5;
      ctr10         <= next_ctr10;
    end  
  always_comb begin
    next_state = RRH;             
    next_ctr5  = 0; 	          
    next_ctr10 = 0;
    case(present_state)
	  GRR: begin
        if (!s_s || ctr5) begin
            next_ctr5 = ctr5 + 1;
        end
        if (l_s || n_s || ctr10) begin
            next_ctr10 = ctr10 + 1;
        end 
        next_state = GRR;
        if (next_ctr5 == 5 || next_ctr10 == 10) begin
            next_state = YRR;
        end
      end 
      YRR: begin 
        next_state = ZRR;
      end
      ZRR: begin 
        next_state = HRR;
      end
      HRR: begin 
        if (l_s) begin
            next_state = RGR;
        end else if (n_s) begin 
            next_state = RRG;
        end else if (s_s) begin 
            next_state = GRR;
        end 
      end
      RGR: begin 
          if (!l_s || ctr5) begin
            next_ctr5 = ctr5 + 1;
           end
           if (s_s || n_s || ctr10) begin
            next_ctr10 = ctr10 + 1;
          end
        next_state = RGR;
        if (next_ctr5 == 5 || next_ctr10 == 10) begin
            next_state = RYR;
          end
      end
      RYR: begin 
        next_state = RZR;
      end
      RZR: begin 
        next_state = RHR;
      end
      RHR: begin
        if(n_s) begin
            next_state = RRG;
        end else if (s_s) begin 
            next_state = GRR;
        end else if (l_s) begin 
            next_state = RGR;
        end 
      end
      RRG: begin 
          if (!n_s || ctr5) begin
            next_ctr5 = ctr5 + 1;
          end
          if (l_s || s_s || ctr10) begin
            next_ctr10 = ctr10 + 1;
          end
          next_state = RRG;
          if (next_ctr5 == 5 || next_ctr10 == 10) begin
                next_state = RRY;
          end
      end
      RRY: begin 
        next_state = RRZ;
      end
      RRZ: begin 
        next_state = RRH;
      end
      RRH: begin
        if(s_s) begin
            next_state = GRR;
        end else if (l_s) begin 
            next_state = RGR;
        end else if (n_s) begin
            next_state = RRG;
        end
      end
    endcase
  end
  always_comb begin
    ew_str_light  = red;       
	ew_left_light = red;	    
	ns_light   = red;
    case(present_state)     
      GRR:     ew_str_light  = green;
	  YRR,ZRR: ew_str_light  = yellow;   
	  RGR:     ew_left_light = green;
	  RYR,RZR: ew_left_light = yellow;
	  RRG:     ns_light   = green;
	  RRY,RRZ: ns_light   = yellow;
    endcase
  end
endmodule
$ cat flow/run.sh
#!/bin/bash
# OpenROAD 26Q1-2900-gdf79404cd8, Yosys 0.63+post, stock flow scripts
make -C /OpenROAD-flow-scripts/flow DESIGN_CONFIG=/design/flow/config.mk WORK_HOME=/design/flow/orfs finish
$ cat flow/config.mk
export PLATFORM = sky130hd
export DESIGN_NAME = traffic_light_controller1
export DESIGN_NICKNAME = traffic_light_controller1
export VERILOG_FILES = /design/flow/design.v
export SDC_FILE = /design/flow/constraint.sdc
export NUM_CORES = 4
export LEC_CHECK = 1
export CORE_UTILIZATION = 30
export SYNTH_HDL_FRONTEND = slang
$ cat flow/constraint.sdc
current_design traffic_light_controller1

set clk_period 6.2
set clk_io_pct 0.2

create_clock -name clk0 -period $clk_period [get_ports {clk}]

set non_clock_inputs [all_inputs -no_clocks]
set_input_delay [expr $clk_period * $clk_io_pct] -clock clk0 $non_clock_inputs
set_output_delay [expr $clk_period * $clk_io_pct] -clock clk0 [all_outputs]
==> job_summary.md <==
### Flow metrics

| Metric | Value |
|---|---|
| Finished Cell Area | `4730 um2` |
| Die H | `121 um` |
| Total core area | `13800 um2` |
| PortBufs | `10` |
| Critical path required time | `6.42 ns` |
| Initial drt markers | `about 220` |
| Die Size | `approximately 15000 um2` |
| Die width | `121 um` |
| Min-delay src | `present_state[5]` |
| Startpoint Class | `register` |
| Routability congestion estimate | `0.930` |
| Inst Count DP | `703` |
| Clock root cell | `clkbuf_16` |
| Avg WL per Cell | `between 10 and 15 um` |
| Synthesized instance count | `543` |
| Post-CTS sizing | `0` |
| Share of cells above drive strength 1 | `approximately 4.6%` |
| ANT nets after route | `0` |
| Reg2reg path depth | `9` |
| Yosys synthesis chip area | `4250 um2` |
| Commonest Layout Cell | `nor2_1` |
| Vias post-DR | `3741` |
| Clk ins delay skew pair | `0.33 ns` |
| Top cells excl fill/tap | `93 x nor2_1, 76 x dfxtp_1, 39 x nand3_1` |
| Critical path class | `register to register` |
| Synth warnings | `0` |
| Largest net degree at the start of global routing | `33` |
| Post-CTS Setup Inserts | `0` |
| Hold Violations, Final | `0` |
| Post-synth EDFFs | `0` |
| # Cells Yosys | `between 500 and 600` |
| Number of global-route vias before repair | `between 3000 and 4000` |
| RR Startpoint | `ctr10[1]` |
| Max cap viols | `0` |
| Hold Crit Class | `register to register` |
| Main flop type | `dfxtp_1` |
| Slew HR | `about two fifths` |
| Vias per cell | `approximately 5.2` |
| R2R setup slack | `2.57 ns` |
| Tcrit/Tclk final | `between 50% and 60%` |
| Area grow syn2layout | `11.4%` |
| P per Cell Area | `214 nW/um2` |
| Hold Path End | `present_state[0]` |
| # clock sinks | `76` |
| Setup TNS | `0 ns` |
| First-pass GRT wire length | `15900 um` |
| Pleak | `~0.0016 uW` |
| Synth async-reset ratio | `0%` |
| Tmin final | `3.63 ns` |
| H-tree Lvls | `3` |
| Peak supply drop | `0.147 mV` |
| Floorplan core density | `30.7%` |
| Registers, synthesis | `76` |
| RSZ-0062 raised after global routing | `no` |
| Num rows | `43` |
| Worst-margin pin slew | `0.896 ns` |
| Synth unique cells | `52` |
| Post-DP Area | `4460 um2` |
| Crit. End Element | `register` |
| Fin Hold WS | `0.458 ns` |
| Cts hold-fix bufs | `0` |
| Netlist Area Pre-Place | `between 4000 and 5000 um2` |
| CTS buffer count | `9` |
| Total wire length | `9320 um` |
| Final Instance Count excl. Fillers | `roughly 720` |
| I/O pin cnt | `11` |
| Clock buffer depth | `2` |
| Pre-antenna DRT Iters | `4` |
| OpenROAD warning count | `28` |
| Layout Utilization | `between 30% and 40%` |
| Clock skew | `0.00535 ns` |
| Number of fill cells | `1406` |
| DRC | `0` |
| Outcome | `finished clean` |
| Hold path cells | `2` |
| Fmax | `around 280 MHz` |
| Antenna violations before repair | `0` |
| Dpl hpwl | `6690 um` |
| N_diodes | `0` |
| Critical Path Fanout Max | `8` |
| Reg2Reg Capture Point | `present_state[1]` |
| Syn_area_per_cell | `7.83 um2` |
| Crit path DAT | `3.86 ns` |
| Final setup fails | `0` |
| Synth Seq Share | `35.8%` |
| GRT overflow | `0` |
| TritonCTS clock tree | `built` |
| Fin. max-slew vios | `0` |
| Clock transition at the registers of the reported paths | `around 0.050 ns` |
| Total GRT Usage | `13.5%` |
## area by class of cell
type	instances	area (um2)	share of cell area, %
Sequential cell	76	1520	32.1
Clock inverter	2	10.0	0.211
Inverter	18	67.6	1.43
Clock buffer	13	260	5.50
Timing Repair Buffer	14	130	2.75
Multi-Input combinational cell	415	2520	53.2
Tap cell	180	225	4.76
## per-stage QoR
step           total power (uW)  setup WS (ns)
6_report                   1010           2.57
5_1_grt                    1050           2.44
4_1_cts                    1030           2.64
3_5_place_dp                543           2.68
3_3_place_gp                542           2.81
2_1_floorplan               528           3.13
## Yosys cell counts, drive strengths merged (6+ instances only)
| cell type | count | share of area [%] |
|---|---|---|
| a21oi | 10 | 1.2 |
| and4 | 9 | 1.9 |
| nand3 | 39 | 4.6 |
| o21ai | 11 | 1.3 |
| buf | 8 | 1.0 |
| nand4 | 20 | 3.3 |
| and3 | 21 | 3.1 |
| xnor2 | 30 | 6.2 |
| clkbuf | 26 | 2.3 |
| or4 | 8 | 1.5 |
| nor2b | 6 | 0.88 |
| nor4 | 20 | 2.9 |
| inv | 17 | 1.5 |
| nor3 | 15 | 2.0 |
| xor2 | 33 | 6.8 |
| dfxtp | 76 | 36 |
| nand2 | 38 | 3.4 |
| nor2 | 93 | 8.2 |
## metal layers
metal  GRT usage (%)  vias up  wire length (um)
li1                -     1892                 -
met1            19.4     1766              4480
met2            21.4       68              4330
met3            3.21       15               415
met4            1.54        0                96
met5               0        -                 0
## cell families (layout without fill, tap and decap cells)
family | count (synthesis) | count (layout) | synth area share, %
flip-flops | 76 | 76 | 35.8
buffers and inverters | 52 | 47 | 4.92
adder cells (fa/ha/maj) | 5 | 5 | 1.47
XOR/XNOR | 63 | 63 | 13.0
AND/OR/NAND/NOR | 295 | 295 | 36.4
AND-OR/OR-AND | 49 | 49 | 7.72
multiplexers | 3 | 3 | 0.707
## sequential cells by signal, summed over array words and instances, names as in the netlist
signal         count
ctr10             32
ctr5              32
present_state     12
## worst max-delay path by stage
stage / start / end / cells past startpoint
final: ctr10[1] / present_state[1] / 9
after global routing: ctr10[1] / present_state[3] / 9
after CTS: ctr10[1] / present_state[3] / 9
## worst max-delay path: stages, from the launching register on
cell and delay, ns:
dfxtp_1 0.45, ha_1 0.34, nand3_1 0.19, nor3_1 0.56
and3_1 0.26, xnor2_1 0.15, nand4_1 0.10, or4_1 0.53
or4_1 0.66, a41o_1 0.28
## report_power, final
part | internal, uW | switching, uW
registers | 492 | 4.50
logic | 13.1 | 22.1
clock network | 289 | 191
total | 794 | 218
Power figures rest on the tool's default switching activity, not on a simulated workload.
